## /design/flow/design.v

```verilog
`timescale 1ns / 1ps
module counter_4bit(
    input logic clk, reset,
    output logic [3:0] count
    );
    always_ff @ (posedge clk) begin 
        if (reset) 
         count <= 4'b0;
        else
            count <= count+1;
   end         
endmodule
```

## /design/flow/run.sh

```bash
#!/bin/bash
# OpenROAD 26Q1-2900-gdf79404cd8, Yosys 0.63+post, stock flow scripts
make -C /OpenROAD-flow-scripts/flow DESIGN_CONFIG=/design/flow/config.mk WORK_HOME=/design/flow/orfs finish
```

## /design/flow/config.mk

```make
export PLATFORM = sky130hd
export DESIGN_NAME = counter_4bit
export DESIGN_NICKNAME = counter_4bit
export VERILOG_FILES = /design/flow/design.v
export SDC_FILE = /design/flow/constraint.sdc
export NUM_CORES = 4
export LEC_CHECK = 1
export CORE_AREA = 10 10 70 70
export DIE_AREA = 0 0 80 80
```

## /design/flow/constraint.sdc

```tcl
current_design counter_4bit

set clk_period 1.2
set clk_io_pct 0.2

create_clock -name clk0 -period $clk_period [get_ports {clk}]

set non_clock_inputs [all_inputs -no_clocks]
set_input_delay [expr $clk_period * $clk_io_pct] -clock clk0 $non_clock_inputs
set_output_delay [expr $clk_period * $clk_io_pct] -clock clk0 [all_outputs]
```

==> summary.txt <==
run metrics: Yosys top cell by instances dfxtp_1, Slew @ Worst Pin 0.139 ns, die y size 80 um, CP Capture Type output port, VDD IR-drop max 0.139 mV, Slew HR 0.906, GR Util All Layers 0.0176, first drt pass iteration count 2, ys flop type dfxtp_1, crit path buf inv count 1, vias in the first global route 158, P per Cell Area 1170 nW/um^2, Slowest Stage Delay on Critical Path 0.35 ns, vias 139, total tool warning count 25, die area 6400 um^2, worst slack, placed 0.0262 ns, worst hold path type reg -> reg, Synth Instances 13, first-pass GRT wire length 765 um, outcome complete, no violations, Clock Sinks 4, Post-CTS Hold Buffers 0, Regs by FF count count: 4 flops, EDFF count, synth 0, Area growth, synth to finish 111%, final hold vios 0, crit path DRT 0.96 ns, Synth Seq Share 0.552, DRC errors left 0, max reg flops 4, share of the synthesized area in the top cell type 0.552, Top area cell types dfxtp_1, mux2_4, ha_1, Leakage 0.000133 uW, synth cell count leaders dfxtp_1, nor2_1, nor2b_1, PortBufs 5, Setup Skew 0.00365 ns, ys async rst share 0, Final ANT Viol Nets 0, Setup TNS 0 ns, final WL 485 um, CP Launch Type flip-flop, crit-path leading delay family flip-flops, Via density 1.93, H-Tree Depth 1, dpl hpwl 309 um, cell type with the largest total area dfxtp_1, CTS buffer count 3, yosys cell count 13, period utilization 0.890, clk ins delay skew pair 0.24 ns, Clock transition at path regs 0.04 ns, final core utilization 0.0897, Avg Inst Size Synth 11.2 um^2, Yosys Warn Count 1, share of post-route cells with drive strength above 1 0.440, crit-path cells dlygate4sd2_1, slowest stage cell, crit path dfxtp_1, row cnt 21, Mapped Area 145 um^2, Detailed Route Iter0 Violations 5, largest net degree at the start of global routing 4, ys flops 4, routability cong. 0.674, CTS tree built, die width 80 um, Top reg by flops count, initial antenna violation count 0, Peak Freq 937 MHz, Initial Util 0.0425, Overflow after GRT 0, RSZ-0062 raised after global routing false, post-synthesis cell type count 7, Final setup violation count 0, WS Path Type reg -> out, crit path DAT 0.83 ns, Final min period 1.07 ns, Top Ports 6, Max Cap Viol 0, slack of the critical path 0.133 ns, core footprint 3420 um^2, Root Driver clkbuf_4, WL/cell 6.74 um, chip area in the Yosys report 145 um^2, fin. max-slew vios 0, clock tree buffer depth 2, Crit Path Max Fanout 3
-- what timing repair did --
action / CTS / global route
gates resized: 7 / 0
setup endpoints to repair: 4 / 0
buffers inserted: 3 / 0
endpoints found under the hold margin: 0 / 0
-- metrics by stage --
step / power [uW] / hold WS (ns) / cell area [um^2] / instances
5_1_grt: 385 / 0.512 / 304 / 71
3_5_place_dp: 190 / 0.455 / 260 / 65
3_3_place_gp: 187 / 0.442 / 260 / 65
2_1_floorplan: 160 / 0.307 / 145 / 13
6_report: 360 / 0.496 / 307 / 72
4_1_cts: 368 / 0.500 / 304 / 71
-- layout by cell type (no fill, tap or decap), drive strengths merged --
cell type and n:
buf 4, clkbuf 3, clkdlybuf4s50 1, dfxtp 4, diode 1, dlygate4sd2 4
ha 1, mux2 1, nand3 1, nor2 3, nor2b 2, xnor2 1
-- report_power, final --
part | total, uW | internal, uW | switching (uW)
Clock | 171 | 112 | 58.7
Sequential | 148 | 143 | 5.18
Combinational | 40.4 | 26.1 | 14.3
-- worst paths after layout --
kind	startpoint	cells past startpoint	slack [ns]	to
min	count[0]$_SDFF_PP0_	2	0.50	count[0]$_SDFF_PP0_
max reg2reg	count[2]$_SDFF_PP0_	3	0.24	count[3]$_SDFF_PP0_
max	count[1]$_SDFF_PP0_	1	0.13	count[1]
min reg2reg	count[0]$_SDFF_PP0_	2	0.50	count[0]$_SDFF_PP0_
-- final cells by class --
type                            instances  area (um^2)
Timing Repair Buffer                    9         75.1
Clock buffer                            3         22.5
Sequential cell                         4         83.8
Antenna cell                            1         2.50
Tap cell                               46         57.6
Fill cell                             401         3110
Multi-Input combinational cell          9         65.1
-- per-layer routing --
metal,track usage,share of wire
met5,0,0
met4,0.00528,0
met3,0.0352,0.36
met2,0.0193,0.32
met1,0.0120,0.32
-- cells by family (layout without fill, tap and decap cells) --
| group | count (synthesis) | count (layout) | synth area share |
|---|---|---|---|
| simple gates | 6 | 6 | 0.198 |
| mux | 1 | 1 | 0.103 |
| xor+xnor | 1 | 1 | 0.0604 |
| other cells | 0 | 1 | 0 |
| buf+inv | 0 | 12 | 0 |
| flops | 4 | 4 | 0.552 |
| fa+ha+maj | 1 | 1 | 0.0862 |
Power is estimated from default activity; no workload was simulated.
